<file path="run.sh">
#!/bin/bash
# OpenROAD 26Q1-2900-gdf79404cd8, Yosys 0.63+post, stock flow scripts
make -C /OpenROAD-flow-scripts/flow DESIGN_CONFIG=/design/flow/config.mk WORK_HOME=/design/flow/orfs finish
</file>
<file path="constraint.sdc">
current_design bit_unstuffer

set clk_period 1.2
set clk_io_pct 0.2

create_clock -name clk0 -period $clk_period [get_ports {clk}]

set non_clock_inputs [all_inputs -no_clocks]
set_input_delay [expr $clk_period * $clk_io_pct] -clock clk0 $non_clock_inputs
set_output_delay [expr $clk_period * $clk_io_pct] -clock clk0 [all_outputs]
</file>
<file path="design.v">
module bit_unstuffer (
    input wire clk,
    input wire reset,
    input wire data_enable,
    input wire bit_in,              
    output reg valid_bit,           
    output reg shift_en             
);
reg [2:0] one_count;
reg skip_next;
always @(posedge clk or posedge reset) begin
    if (reset) begin
        one_count <= 0;
        skip_next <= 0;
        valid_bit <= 0;
        shift_en <= 0;
    end else if (data_enable) begin
        if (skip_next) begin
            shift_en <= 0;
            skip_next <= 0;
            one_count <= 0;
        end else begin
            valid_bit <= bit_in;
            shift_en <= 1;
            if (bit_in == 1'b1)
                one_count <= one_count + 1;
            else
                one_count <= 0;
            if (one_count == 6)
                skip_next <= 1;
        end
    end else begin
        shift_en <= 0;
    end
end
endmodule
</file>
<file path="config.mk">
export PLATFORM = sky130hd
export DESIGN_NAME = bit_unstuffer
export DESIGN_NICKNAME = bit_unstuffer
export VERILOG_FILES = /design/flow/design.v
export SDC_FILE = /design/flow/constraint.sdc
export NUM_CORES = 4
export LEC_CHECK = 1
export CORE_AREA = 10 10 70 70
export DIE_AREA = 0 0 80 80
</file>
==> notes.md <==
The tools report the startpoint of the worst register-to-register path as one_count[0]$_DFFE_PP0P_. Most utilized layer in the global route result: met2. Logic depth along the worst register-to-register path is recorded as 4.

Synthesis instantiated 12 different standard cells from the library. The tools report the post-layout utilization of the core as 12.1%. After detailed routing, the number of remaining DRC violations is 0. The iteration count of the initial detailed-routing pass is 4. The finished layout holds 79 standard cells, fillers aside. The number of buffers inserted for hold repair after clock tree synthesis is 0, and the number of nets still failing antenna checks after routing is 0. Port buffering added 5 buffers. The leakage component of the power was reported as 0.189 nW. The flow reports an fmax of 908 MHz.

According to the floorplan report, the placeable core area is 3420 µm². The area recorded from the Yosys report for this design is 279 µm². In this run the tools logged warnings totalling 26. With the area occupied by registers at 150 µm², the via-per-instance ratio is 2.53. The count of vias placed by the detailed router was 200; the max-cap violation count was 0.

met3 track demand over resource after global routing is 1.14%. The number of synthesized flops with an enable pin is 0. The count of H-tree levels built during CTS was 1; the power per unit of standard cell area was 1240 nW/µm².

Of all flip-flops after synthesis, the portion carrying an async set or reset was 100%. Leaving out buffers and inverters, the combinational logic in the layout accounts for 118 µm². The analysis reports a worst IR drop on VDD of 0.000350 V. The longest clock path from root to sink contains 2 buffers.

The type of the most critical hold path was in2async. For reference, the post-synthesis area per instance comes to 11.6 µm². Looking at the worst setup and hold paths, the clock pins of their registers show a slew of 0.04 ns.

For the post-synthesis sequential area ratio, the log shows 53.8%. The run gives 1.33 ns as the data required time at the worst endpoint. With the count of pins on the block boundary at 6, the top cell type's share of synthesized area is 53.8%.

In this run the critical register-to-register path is captured at one_count[1]$_DFFE_PP0P_. The tools report the number of global-route vias before repair as 213. In this run the core area contains 21 standard-cell rows. The final weighted congestion of routability-driven global placement is 0.730. The run gives 0.00282 ns as the setup skew after layout.

The post-synthesis cell type with the largest combined area was dfrtp_1. The worst setup path is of the reg2reg kind. The CTS report gives the tree buffer count as 3. After filler insertion, the fill cell instance count of the layout stands at 390.

The launching instance or port of the critical path is one_count[0]$_DFFE_PP0P_. TritonCTS built the clock tree. Pins over their slew limit in the final report were tallied at 0. The final period demand of the worst path was 1.10 ns; the initial antenna violation count was 0. The run gives 4 for the largest fanout on the critical path.

Yosys reported a register bit count of 6. Compared with the post-synthesis result, the final layout area differs by 48.4%. The tools report the data arrival time of the critical path as 1.23 ns. Setup repair after global routing left no endpoint under its margin. The share of layout cells above drive strength 1 came out at 24.2%. The cell count after synthesis is 24.

The number of placed instances, taps included, is 76. The tools report the sum of negative setup slack as 0 ns. The main area contributors are dfrtp_1 (54%), mux2_2 (12%), ha_1 (9.0%). The worst setup path is launched from a register. Sorting the synthesized cells by how often they occur yields dfrtp_1 (6), inv_1 (3), mux2_2 (3). The post-route clock period utilization came out at 91.8%.

The run gives 0.208 ns as the final-layout worst hold slack. The critical path ends at one_count[1]$_DFFE_PP0P_. The met2 track demand over resource was 2.49%; the detail-routed net length per standard cell was 6.10 µm. After floorplanning, the die was sized to cover 6400 µm².

The post-synthesis instance area came out at 279 µm². According to the floorplan report, the die width is 80 µm. Logged for this run, the post-placement worst setup slack is -0.144 ns. For this block, the initial DRC count from the detailed router was 10. Counting endpoints that fail hold in the final report gives 0. The logs give 7 for the maximum number of pins on one net before global-route repair and 2 for the number of gates resized after CTS.

The floorplan utilization came out at 8.17%. The tools report the kind of end point of the critical path as a register. Yosys stat counts 24 cells in the synthesized netlist. The global-route wire length before repair is 890 µm.

Routing resource usage on met1 recorded by global route was 1.95%. Post-synth the commonest register cell is dfrtp_1. The total overflow left after global routing is 0. For the worst-skew pair, the clock arrives at the later sink with an insertion delay of 0.24 ns. For this run, the script counts the antenna cells in the layout as 0. The number of setup buffers added after CTS is 0. Total wirelength of the detailed-routed design: 482 µm. CTS placed an instance of clkbuf_4 at the clock tree root. Setup slack on the worst reg-to-reg path comes out at 0.1 ns.

The most frequently used library cell after synthesis is dfrtp_1. For the final worst-path setup slack, the log shows 0.0988 ns. The setup violation total in the final timing report is 0, and the measured slew at the worst slew-check pin is 0.226 ns. The worst relative slew slack is 84.9%.

The flow ran to the end, and the final reports show no timing, DRC or antenna violations. The number of synthesis warnings is 1. Global routing used 1.70% of the available tracks. The number of sinks driven by the clock tree is 6. Vertical extent of the die: 80 µm.
-- worst min path at each step --
stage,from,cells past startpoint,end,slack (ns)
4_1_cts,reset,2,one_count[1]$_DFFE_PP0P_,0.21
5_1_grt,reset,2,skip_next$_DFFE_PP0P_,0.24
6_report,reset,2,valid_bit$_DFFE_PP0P_,0.21
-- cell type report --
cell class                      instances  area share [%]
Clock buffer                            3            5.44
Inverter                                3            2.72
Multi-Input combinational cell         15            28.4
Sequential cell                         6            36.3
Tap cell                               46            13.9
Timing Repair Buffer                    6            13.3
-- where the power goes --
group	internal (mW)	switching (mW)	total [mW]
sequential	0.229	0.0192	0.248
clock	0.113	0.0701	0.183
combinational	0.0498	0.0308	0.0806
total	0.392	0.120	0.512
-- cell families after synthesis --
logic type,after synthesis,share of synthesized area (%)
AND/OR/NAND/NOR,7,14.8
flip-flops,6,53.8
AND-OR/OR-AND,3,6.28
buffers and inverters,3,4.04
multiplexers,3,12.1
adder cells (fa/ha/maj),2,8.97
-- layout by cell type, fill, tap and decap left out --
| cell | count |
|---|---|
| clkdlybuf4s50_1 | 3 |
| ha_1 | 2 |
| clkbuf_4 | 3 |
| buf_4 | 1 |
| dlygate4sd2_1 | 2 |
| nand2_1 | 1 |
| nand3_1 | 1 |
| a21o_1 | 1 |
| nor2b_4 | 1 |
| nor2_1 | 2 |
| inv_1 | 3 |
| mux2_2 | 3 |
| nor3_1 | 1 |
| dfrtp_1 | 6 |
| nand2b_1 | 1 |
| o21ai_0 | 2 |
-- metrics by stage --
step	power (mW)	instance area (µm²)
global route	0.554	414
detailed placement	0.337	394
finish	0.512	414
global placement	0.335	394
CTS	0.521	414
floorplan	0.299	279
-- worst max-delay path: stages, from the launching register on --
cell     delay (ns)
dfrtp_1        0.37
inv_1          0.06
ha_1           0.27
nor2_1         0.04
mux2_2         0.25
-- metal layers --
layer | wire length [µm] | vias up
met5 | 0 | -
met4 | 19 | 0
met3 | 45 | 2
met2 | 200 | 7
met1 | 217 | 95
li1 | - | 96
-- registers in the layout (all words and copies together) (netlist names) --
register / count
valid_bit: 1
one_count: 3
shift_en: 1
skip_next: 1
Power and IR drop assume default switching activity.
