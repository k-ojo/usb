===== flow/design.v =====
module usb_packet_fsm (
    input wire clk,
    input wire reset,
    input wire [1:0] usb_line_state,
    input wire sync_detected,       
    output reg data_enable,
    output reg packet_done,
    output reg error,
    output wire in_packet
);
parameter IDLE = 3'd0, DATA = 3'd1, EOP_WAIT = 3'd2, DONE = 3'd3, ERROR = 3'd4;
reg [2:0] state = IDLE, next_state;
reg [1:0] se0_count;  
assign in_packet = (state == DATA);
always @(*) begin
    next_state = state;
    data_enable = 0;
    packet_done = 0;
    error = 0;
    case (state)
        IDLE: begin
            if (sync_detected)
                next_state = DATA;
        end
        DATA: begin
            data_enable = 1;
            if (usb_line_state == 2'b00)   
                next_state = EOP_WAIT;
        end
        EOP_WAIT: begin
            if (se0_count == 2 && (usb_line_state == 2'b01 || usb_line_state == 2'b10))   
                next_state = DONE;
            else if (usb_line_state != 2'b00 && se0_count < 2)
                next_state = ERROR;
        end
        DONE: begin
            packet_done = 1;
            next_state = IDLE;
        end
        ERROR: begin
            error = 1;
            next_state = IDLE;
        end
    endcase
end
always @(posedge clk or posedge reset) begin
    if (reset) begin
        state <= IDLE;
        se0_count <= 0;
    end else begin
        state <= next_state;
        if (state == EOP_WAIT) begin
            if (usb_line_state == 2'b00)
                se0_count <= se0_count + 1;
            else
                se0_count <= 0;
        end else begin
            se0_count <= 0;
        end
    end
end
endmodule

===== flow/constraint.sdc =====
current_design usb_packet_fsm

set clk_period 1.9
set clk_io_pct 0.2

create_clock -name clk0 -period $clk_period [get_ports {clk}]

set non_clock_inputs [all_inputs -no_clocks]
set_input_delay [expr $clk_period * $clk_io_pct] -clock clk0 $non_clock_inputs
set_output_delay [expr $clk_period * $clk_io_pct] -clock clk0 [all_outputs]

===== flow/config.mk =====
export PLATFORM = sky130hd
export DESIGN_NAME = usb_packet_fsm
export DESIGN_NICKNAME = usb_packet_fsm
export VERILOG_FILES = /design/flow/design.v
export SDC_FILE = /design/flow/constraint.sdc
export NUM_CORES = 4
export LEC_CHECK = 1
export CORE_AREA = 10 10 70 70
export DIE_AREA = 0 0 80 80

===== flow/run.sh =====
#!/bin/bash
# OpenROAD 26Q1-2900-gdf79404cd8, Yosys 0.63+post, stock flow scripts
make -C /OpenROAD-flow-scripts/flow DESIGN_CONFIG=/design/flow/config.mk WORK_HOME=/design/flow/orfs finish

==> run notes <==
Implementation status.

- The run finished with clean final reports.
- The total of buffers placed on input and output ports is 8.
- The transition time recorded at the tightest slew-check pin is 0.228 ns.
- The combinational group share of total power is 39.5%.
- The first global-routing pass estimated 972 um of wire.
- The tree is rooted in a sky130_fd_sc_hd__clkbuf_4.
- The final setup skew is 0.00161 ns.
- The number of primary I/O pins is 9.
- The average instance area after synthesis is 10.1 sq um.
- Per the post-route antenna check, the number of violating nets is 0.
- TritonCTS built the clock tree.
- In the final layout, the share of cells above drive strength 1 is 28.6%.
- Data on the critical path is required at its endpoint by 1.52 ns.
- The routed design could run at a clock period as short as 1.80 ns.
- The sequential fraction of the synthesis area is 40.0%.
- The internal power is 380 uW.
- In the setup report, the worst path falls into the class reg2out.
- The power density of the placed cells is 1140 nW/um^2.
- The share of total power in sequential cells is 38.7%.
- The final standard cell count with taps included and fillers excluded is 88.
- The die outline height is 80 um.
- For this run, the detailed router's first-pass iteration total came to 3.
- Per the layout area report, the combinational gate area comes to 158 sq um.
- The number of global-route vias before repair came to 212.
- The standard cell core area is 3420 sq um.
- The number of distinct library cell variants in the gate-level netlist after synthesis is 18.
- Per the breakdown, switching nets consume 29.6% of all power.
- The registers of the reported paths see a clock transition of 0.04 ns.
- The startpoint of the worst-slack reg-to-reg timing path is se0_count[0].
- The number of cells traversed by the worst register-to-register path is 5.
- The final tally of max-slew violations is 0.
- Warnings reported by Yosys during synthesis add up to 1.
- The tightest min-delay check is of the in2async type.
- The CTS report gives the tree buffer count as 3.
- The capture point of the worst register-to-register path is recorded as state[2].
- The cell area after synthesis is 313 sq um.
- Max-cap violations in this run came to 0.
- The timing-limited maximum frequency is 0.555 GHz.
- In the final layout, the fill cell count is 394.
- The power report puts the net switching power at 160 uW.
- The register bit total from synthesis is 5.
- The final setup TNS is 0 ns.
- For this block, the via count after detailed routing is 246.
- The initial antenna violation count came to 0.
- The starting utilization of the core area is 9.16%.
- The worst reg-to-reg setup slack is 0.77 ns.
- The width of the die is 80 um.
- The overall track demand over capacity in global routing is 1.95%.
- The stage logs contain a warning count of 25.
- The overall overflow remaining after global route is 0.
- After its last routability iteration, the placer logged a weighted congestion of 0.747.
- The average wire per cell in the routed design is 6.88 um.
- The endpoint kind of the worst setup timing path is an output port.
- The largest net degree at the start of global routing is 10.
- The startpoint of the worst setup timing path is state[1].
- The yosys stat chip area is 313 sq um.
- The average vias per placed instance is 2.80.
- The iteration-0 DRC count of the detailed router is 12.
- Setup repair after global routing left no endpoint under its margin.
- The number of cells in Yosys stat is 31.
- The instance tally after logic synthesis is 31.
- The final timing report lists a hold violation count of 0.
- The part of the cycle the worst path needs is 94.8%.
- The total placed cells including tap cells is 83.
- The clock latency on the worst-skew pair is 0.24 ns.
- The highest net fanout along the worst path is 9.
- After legalization and detailed placement, the total HPWL measured 502 um.
- Endpoints with negative setup slack in the final report add up to 0.
- Hold is met by 0.337 ns.
- The total number of placement rows is 21.
- The area occupied by registers is 129 sq um.
- The routed layout reports a DRC error count of 0.
- Wires add up to 605 um.
- The number of hold buffers added after CTS was 0.
- The clock passes through at most 2 buffers.
- The number of H-tree levels is 1.
- Compared with the post-synthesis result, the final layout area differs by 51.2%.
- The chip occupies 6400 sq um.
- The total antenna diodes in the routed design is 0.
- The type of element launching the critical path is a register.
- At the worst endpoint, the arrival time is 1.42 ns.
- The leakage power in the latest report is 0.201 nW.
- The count of clock tree sinks is 5.
- The capture point of the critical path was reported as data_enable.
- The total power draw is 540 uW.
- The worst supply voltage drop on vdd is 264 uV.
- The relative contribution of the clock network to total power is 21.8%.
- The max-slew check reports its worst relative slack as 84.7%.
[per-stage QoR]
step	cell area [sq um]	worst slack, ns	utilization (%)
detailed placement	435	0.118	12.7
finish	473	0.0983	13.8
CTS	463	0.0247	13.6
floorplan	313	0.656	-
global placement	435	0.132	12.7
global route	473	0.0243	13.8
[registers in the layout, indices dropped and copies added, names as in the netlist]
register / cells
state: 3
se0_count: 2
[layer usage]
| metal | vias up | global-route usage (%) | wire length [um] |
|---|---|---|---|
| met4 | 0 | 0.528 | 0 |
| met5 | - | 0 | 0 |
| met3 | 0 | 1.93 | 96 |
| met1 | 109 | 2.81 | 303 |
| met2 | 9 | 1.77 | 205 |
| li1 | 128 | - | - |
[critical path, cell delays in order, from the launching register on]
cell,delay (ns)
sky130_fd_sc_hd__dfrtp_2,0.47
sky130_fd_sc_hd__nor3b_4,0.22
sky130_fd_sc_hd__clkdlybuf4s50_1,0.50
[area by class of cell]
type | count | area share, %
Sequential cell | 5 | 27.2
Inverter | 4 | 3.17
Multi-Input combinational cell | 20 | 33.3
Tap cell | 46 | 12.2
Clock buffer | 4 | 5.56
Timing Repair Buffer | 9 | 18.5
[power groups by stage]
| stage | combinational (mW) | sequential (mW) | clock, mW |
|---|---|---|---|
| finish | 0.213 | 0.209 | 0.118 |
| CTS | 0.199 | 0.202 | 0.127 |
| global route | 0.242 | 0.212 | 0.135 |
[cells in the mapped netlist]
master / instances / area share [%]
sky130_fd_sc_hd__ha_1: 2 / 8.0
sky130_fd_sc_hd__buf_4: 2 / 4.8
sky130_fd_sc_hd__nor2_1: 4 / 4.8
sky130_fd_sc_hd__a211o_1: 1 / 2.8
sky130_fd_sc_hd__nor2b_2: 1 / 2.8
sky130_fd_sc_hd__o22a_1: 1 / 2.8
sky130_fd_sc_hd__nand3b_1: 1 / 2.4
sky130_fd_sc_hd__o21ai_0: 1 / 1.6
sky130_fd_sc_hd__a31oi_1: 1 / 2.0
sky130_fd_sc_hd__and3b_2: 1 / 3.2
sky130_fd_sc_hd__dfrtp_1: 5 / 40
sky130_fd_sc_hd__inv_1: 4 / 4.8
sky130_fd_sc_hd__and2b_2: 1 / 2.8
sky130_fd_sc_hd__nor3b_4: 1 / 6.0
sky130_fd_sc_hd__o31ai_1: 1 / 2.4
sky130_fd_sc_hd__a22oi_2: 1 / 4.0
sky130_fd_sc_hd__nand2_1: 2 / 2.4
sky130_fd_sc_hd__nor3b_1: 1 / 2.4
[how the worst min path moves through the flow]
stage     cells after the start  startpoint  endpoint  slack (ns)
4_1_cts                       2       reset  state[0]        0.33
5_1_grt                       2       reset  state[1]        0.36
6_report                      2       reset  state[1]        0.34
[cell usage in the layout, fill, tap and decap left out]
cell and count:
sky130_fd_sc_hd__and2b_2 1, sky130_fd_sc_hd__ha_1 2, sky130_fd_sc_hd__o31ai_1 1, sky130_fd_sc_hd__nand2_1 2
sky130_fd_sc_hd__inv_1 4, sky130_fd_sc_hd__nor2_1 4, sky130_fd_sc_hd__nor3b_1 1, sky130_fd_sc_hd__nand3b_1 1
sky130_fd_sc_hd__dfrtp_1 2, sky130_fd_sc_hd__a211o_1 1, sky130_fd_sc_hd__dfrtp_2 3, sky130_fd_sc_hd__clkdlybuf4s50_1 8
sky130_fd_sc_hd__nor3b_4 1, sky130_fd_sc_hd__and3b_2 1, sky130_fd_sc_hd__clkbuf_4 3, sky130_fd_sc_hd__o22a_1 1
sky130_fd_sc_hd__a31oi_1 1, sky130_fd_sc_hd__a22oi_2 1, sky130_fd_sc_hd__buf_4 1, sky130_fd_sc_hd__clkbuf_1 1
sky130_fd_sc_hd__o21ai_0 1, sky130_fd_sc_hd__nor2b_2 1
[kinds of logic after synthesis]
family | count (synthesis) | share of synthesized area, %
buf+inv | 6 | 9.60
simple gates | 12 | 26.8
fa+ha+maj | 2 | 8.00
compound gates | 6 | 15.6
flops | 5 | 40.0
[what timing repair did]
item | CTS | global route
pin swaps | 0 | 1
setup buffers | 0 | 1
cloned | 0 | 0
setup endpoints to repair | 2 | 3
gates resized | 1 | 2
No activity file was given, so power comes from the tool's default toggle rates.
