--- constraint.sdc ---
current_design sync_detector

set clk_period 1.2
set clk_io_pct 0.2

create_clock -name clk0 -period $clk_period [get_ports {clk}]

set non_clock_inputs [all_inputs -no_clocks]
set_input_delay [expr $clk_period * $clk_io_pct] -clock clk0 $non_clock_inputs
set_output_delay [expr $clk_period * $clk_io_pct] -clock clk0 [all_outputs]
--- config.mk ---
export PLATFORM = sky130hd
export DESIGN_NAME = sync_detector
export DESIGN_NICKNAME = sync_detector
export VERILOG_FILES = /design/flow/design.v
export SDC_FILE = /design/flow/constraint.sdc
export NUM_CORES = 4
export LEC_CHECK = 1
export CORE_AREA = 10 10 70 70
export DIE_AREA = 0 0 80 80
--- run.sh ---
#!/bin/bash
# OpenROAD 26Q1-2900-gdf79404cd8, Yosys 0.63+post, stock flow scripts
make -C /OpenROAD-flow-scripts/flow DESIGN_CONFIG=/design/flow/config.mk WORK_HOME=/design/flow/orfs finish
--- design.v ---
module sync_detector (
    input wire clk,
    input wire reset,
    input wire [1:0] nrzi_input,
    output wire sync_detected
);
parameter USB_LINE_IDLE = 2'b00;   
parameter USB_LINE_J    = 2'b01;
parameter USB_LINE_K    = 2'b10;
parameter USB_LINE_SE0  = 2'b11;   
parameter A = 4'b0000, B = 4'b0001, C = 4'b0010, D = 4'b0011;
parameter E = 4'b0100, F = 4'b0101, G = 4'b0110, H = 4'b0111;
parameter I = 4'b1000;
reg [3:0] state = A, next_state;
always @(*) begin
    next_state = A;  
    case (state)
        A: next_state = (nrzi_input == USB_LINE_K) ? B : A;
        B: next_state = (nrzi_input == USB_LINE_J) ? C : A;
        C: next_state = (nrzi_input == USB_LINE_K) ? D : A;
        D: next_state = (nrzi_input == USB_LINE_J) ? E : A;
        E: next_state = (nrzi_input == USB_LINE_K) ? F : A;
        F: next_state = (nrzi_input == USB_LINE_J) ? G : A;
        G: next_state = (nrzi_input == USB_LINE_K) ? H : (nrzi_input == USB_LINE_J) ? F : A;
        H: next_state = (nrzi_input == USB_LINE_K) ? I : A;
        I: next_state = (nrzi_input == USB_LINE_SE0) ? A : I;
        default: next_state = A;
    endcase
end
always @(posedge clk or posedge reset) begin
    if (reset)
        state <= A;
    else
        state <= next_state;
end
assign sync_detected = (state == I);  
endmodule
==> summary.txt <==
Observations from the implementation run.

Synth:
- The synthesized netlist occupies a cell area of about 320 um2.
- After synthesis, the netlist uses 18 different library cells.
- Sorting the synthesis cell report by count puts at the top inv_1.
- The run puts the number of synthesis warnings at 1.
- The run gives the share of async-settable or async-resettable flops after synthesis as ~100%.
- Summing the areas of all and, or, nand and nor instances in the mapped netlist gives 23.3% of the synthesized area.
- The run puts the number of cells in the yosys synthesis report at 31.
- The share of synthesized area in the top cell type comes to approximately a third.
- The run gives the average cell area after synthesis as approximately 10 um2.
- The run puts the count of mapped cells out of synthesis at 31.
- By count the netlist is led by inv_1 (5), dfrtp_1 (4), ha_1 (4).
- The run puts the register bit count reported by yosys at 4.
- By area the synthesized netlist is led by dfrtp_1 (32%), ha_1 (16%), nand3b_1 (7.1%), inv_1 (5.9%), a2111oi_2 (4.7%).
- The run gives the proportion of synthesized area in mux cells as 3.16%.
- The run puts the post-synth tally of flip-flops with integrated enable at 0.
- The synthesized netlist devotes between 15 and 20% of its cell area to adder and majority cells.
- The cell type that accounts for the most area after synthesis is dfrtp_1.
- Summing the sequential cell areas from Yosys gives 31.6% of the chip area.
- The run gives the area of the synthesized netlist per yosys stat as approximately 320 um2.
- Yosys shows that the main logic family after synthesis is simple AND/OR/NAND/NOR gates.
- The run puts the parity-gate share of the synthesized area counting xor and xnor cells at 0%.
- The run puts the aoi/oai-family share of the synthesized area at roughly 15%.
- The run gives the top flip-flop cell by instance count after synthesis as dfrtp_1.

Setup path:
- The run puts the data arrival time of the worst path at between 1 and 1.5 ns.
- For the worst setup path, the data required time is between 0.9 and 1 ns.
- The run puts the largest incremental delay on the critical path at 0.38 ns.
- In the setup report, the worst path falls into the class reg2out.
- The run gives the kind of launch point of the worst setup path as a flop.
- Measured in cells, the most critical reg-to-reg path has a length of 4.
- The worst setup path is captured at an output pin.
- The cell sequence reported for the critical path is nor4b_2 -> buf_2.
- STA lists the maximum fanout along the critical path as 2.
- The run gives the critical-path cell with the highest stage delay as dfrtp_1.

Final layout:
- The register with the most flip-flops in the layout has 4 of them.
- The run puts the number of standard cells in the final layout excluding fillers at just over 90.
- The run puts the layout cell share with drive strength beyond 1 at approximately 47%.
- The run puts the area growth from synthesis to final layout at 55.7%.
- The registers reported with the highest flop counts are state: 4 flops.
- Counting flops per register, the top entry is state.

Run:
- The run puts the count of max-cap constraint violations at 0.
- Summing over the stages, the warning tally comes to 30.

Power and ir drop:
- The run puts the static leakage at approximately 0.22 nW.
- The run puts the power per cell area at between 700 and 800 nW/um2.
- The run puts the highest ir drop seen on vdd at 274 uV.
- Power comes to around 0.39 mW.

CTS:
- The run gives the count of hold-fix buffers inserted at cts as 0.
- The run gives the number of buffers inserted during clock tree synthesis as 3.
- The run puts the deepest level of the CTS H-tree at 1.
- The run gives the clock-pin slew on the worst setup and hold paths as around 0.040 ns.
- The run gives the TritonCTS clock tree as built.
- The run puts the number of buffers between clock root and the deepest sink at 2.
- The clock net in this run drives a total of 4 sinks.
- Per the skew report, the later register of the worst-skew pair sees a clock latency of roughly 0.24 ns.
- Clock tree synthesis selected as its root buffer the cell clkbuf_4.

STA:
- Setup repair after global routing could not meet its margin everywhere.
- The run gives the post-route worst hold slack as roughly 0.19 ns.
- In the post-route analysis, the smallest setup slack over all paths is -0.104 ns.
- The final timing report lists clock skew as between 0.001 and 0.0015 ns.
- After routing, the total negative slack on setup checks comes to -0.127 ns.
- For reference, the final report shows the max-slew violation count at 0.
- The run gives the clock period minus worst slack as between 1 and 1.5 ns.
- The run gives the worst-margin pin slew as approximately 0.26 ns.
- The run gives the count of final setup violators as 2.
- The worst-case max-slew headroom was logged as between 80% and 90%.
- The run gives the count of final hold-check violations as 0.
- The run gives the share of the clock period used by the worst path after layout as 109%.
- The run puts the upper clock frequency limit at approximately 0.77 GHz.

Routing:
- In the routed layout, each cell is associated on average with a via count of 3.04.
- For this sky-water flow run, the detailed-routed wirelength per cell is reported as around 8.2 um.
- The run gives the via count of the routed design as approximately 280.
- Per the post-route antenna check, the number of violating nets is 0.
- Before antenna repair, the detailed router went through 4 iterations.
- The detailed router finished its first iteration with 14 violations.
- The number of antenna diodes in the final layout is 0.
- The run puts the detailed-route DRC error count at 0.
- The run puts the wire length reported by the detailed router at 745 um.

Global routing:
- The run puts the pin count of the biggest net entering global routing at 9.
- The initial antenna violation count was 0.
- Total global-route track usage over all layers is around 2.3%.
- The run puts the total overflow reported by the global router at 0.
- The run gives the wire length of the first global-routing pass as 1230 um.
- The number of global-route vias before repair came to approximately 290.

Min path:
- The most critical min-delay path falls under in2async.

Placed design:
- The run gives the post-DP HPWL as between 400 and 500 um.
- The run gives the total of buffers placed on input and output ports as 4.
- The run gives the placed instance count as around 86.
- The run gives the routability congestion estimate as between 0.7 and 0.8.

Floorplan:
- From bottom edge to top edge, the die measures roughly 80 um.
- The run gives the initial core utilization as a little under a tenth.
- The floorplan step set the die width to around 80 um.
- The run puts the area enclosed by the die boundary at 6400 um2.
- During I/O placement, the number of pins put on the boundary was 5.
- According to the floorplan log, the row count is 21.
- The core region is roughly 3400 um2.

Run status:
- The final reports fail on negative setup slack.
- The run finished, with violations left.
[cell families after synthesis]
| kind of cell | count (synthesis) |
|---|---|
| and+or+nand+nor | 9 |
| muxes | 1 |
| AOI/OAI and AO/OA | 6 |
| DFF | 4 |
| adders and majority gates | 4 |
| buffers and inverters | 7 |
[repair_timing]
action,in CTS,in global routing
endpoints found under the setup margin,4,3
cloned,0,0
resized,13,4
pin swaps,2,1
buffers inserted,1,1
[critical path: cells and delay by family (launching register included)]
kind                   cells  cell delay [ns]
buffers and inverters      1             0.15
AND/OR/NAND/NOR            1             0.29
flip-flops                 1             0.38
[worst paths after layout]
path / from / endpoint / slack, ns
min reg2reg: state[3] / state[1] / 0.56
min in group clk0: nrzi_input[1] / state[3] / 0.52
max in group asynchronous: reset / state[2] / 0.87
min: reset / state[1] / 0.19
max reg2reg: state[0] / state[2] / -0.02
max: state[0] / sync_detected / -0.10
[area by class of cell]
| class | count | area, um2 |
|---|---|---|
| Tap cell | 46 | 57.6 |
| Sequential cell | 4 | 100 |
| Timing Repair Buffer | 13 | 96.3 |
| Fill cell | 393 | 2920 |
| Multi-Input combinational cell | 20 | 198 |
| Inverter | 5 | 18.8 |
| Clock buffer | 3 | 22.5 |
[power by group]
part	internal, mW	switching (mW)	total, mW
registers	0.141	0.00385	0.145
logic	0.0393	0.0338	0.0731
clock network	0.112	0.0622	0.175
[cell usage in the layout, fill, tap and decap left out, drive strengths merged]
| cell type | netlist | final |
|---|---|---|
| a2111oi | 1 | 1 |
| a211oi | 1 | 1 |
| nor2b | 1 | 1 |
| nand4 | 1 | 1 |
| and2b | 1 | 1 |
| a21oi | 2 | 2 |
| nor4b | 1 | 1 |
| a31oi | 1 | 1 |
| a22o | 1 | 1 |
| ha | 4 | 4 |
| dfrtp | 4 | 4 |
| buf | 2 | 12 |
| clkbuf | 0 | 3 |
| and4b | 1 | 1 |
| nand3b | 3 | 3 |
| or3 | 1 | 1 |
| inv | 5 | 5 |
| clkdlybuf4s50 | 0 | 1 |
| mux2i | 1 | 1 |
[through the flow]
step           instance area (um2)  worst slack (ns)  utilization, %
2_1_floorplan                  317            0.0362               -
3_3_place_gp                   450            -0.512            13.2
3_5_place_dp                   450            -0.529            13.2
4_1_cts                        469            -0.119            13.7
5_1_grt                        493            -0.155            14.4
6_report                       493            -0.104            14.4
[layer usage]
metal	global-route usage [%]	vias up	part of all wire (%)
met5	0	-	0
met4	0.704	0	3.6
met3	1.14	2	7.8
met2	2.73	13	34
met1	3.54	124	55
li1	-	138	-
No activity file was given, so power comes from the tool's default toggle rates.
